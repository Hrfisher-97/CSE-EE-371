**run.sh**
```bash
#!/bin/bash
# OpenROAD 26Q1-2900-gdf79404cd8, Yosys 0.63+post, stock flow scripts
make -C /OpenROAD-flow-scripts/flow DESIGN_CONFIG=/design/flow/config.mk WORK_HOME=/design/flow/orfs finish
```
**config.mk**
```make
export PLATFORM = sky130hd
export DESIGN_NAME = seg_7
export DESIGN_NICKNAME = seg_7
export VERILOG_FILES = /design/flow/design.v
export SDC_FILE = /design/flow/constraint.sdc
export NUM_CORES = 4
export LEC_CHECK = 1
export CORE_AREA = 10 10 70 70
export DIE_AREA = 0 0 80 80
```
**constraint.sdc**
```tcl
current_design seg_7

set clk_period 2.0
set clk_io_pct 0.2

create_clock -name clk0 -period $clk_period

set non_clock_inputs [all_inputs -no_clocks]
set_input_delay [expr $clk_period * $clk_io_pct] -clock clk0 $non_clock_inputs
set_output_delay [expr $clk_period * $clk_io_pct] -clock clk0 [all_outputs]
```
**design.v**
```verilog
module seg_7 (bcd, leds);
  input  logic  [3:0] bcd;
  output logic  [6:0] leds;
	always_comb begin
		case (bcd)    
			4'b0000: leds = 7'b1000000;  
			4'b0001: leds = 7'b1111001;  
			4'b0010: leds = 7'b0100100;  
			4'b0011: leds = 7'b0110000;  
			4'b0100: leds = 7'b0011001;  
			4'b0101: leds = 7'b0010010;  
			4'b0110: leds = 7'b0000010;  
			4'b0111: leds = 7'b1111000;  
			4'b1000: leds = 7'b0000000;  
			4'b1001: leds = 7'b0010000;  
			4'b1010: leds = 7'b0001000;  
			4'b1011: leds = 7'b0000011;  
			4'b1100: leds = 7'b1000110;  
			4'b1101: leds = 7'b0100001;  
			4'b1110: leds = 7'b0000110;  
			4'b1111: leds = 7'b0001110;  
			default: leds = 7'bX;
		endcase
	end
endmodule
```
==> reports/results.txt <==
Status: complete, no violations
Setup TNS: 0 ns
DR vias: 287
Tool Warnings: 39
Routed len/inst: 7.848 um
Unique cell types: 15
Count of final setup violators: 0
Placer Congestion: 0.8048
Clk_buf instances: 0
Flop count: 0
Total power: 0.08921 mW
Syn Inst Count: 32
Initial antenna violation count: 0
Worst hold slack: 1.332 ns
Cell Int Power: 0.05453 mW
Share of cells above drive strength 1: 45.28%
Period utilization: 96.44%
Crit path largest cell delay: 0.46 ns
Critical path buffers and inverters: 3
ANT cells: 0
DRC viols: 0
Pin count of the biggest net entering global routing: 7
Final hold vios: 0
Most numerous logic cells after layout: buf_4, dlygate4sd2_1, mux2i_1, nor2_1, ha_1
Flip-flop and latch area: 0 um2
CORE AREA: 3416 um2
All-layer global routing usage: 2.382%
Number of global-route vias before repair: 287
Crit Path Category: in -> out
Row Count: 21
Tightest Pin Transition: 0.1469 ns
Die W: 80 um
CP endpoint kind: primary output
Max-area cell share: 31.82%
RSZ-0062 raised after global routing: false
Post-layout util: 15.35%
Area leader, netlist: ha_1
Maxcap violations: 0
Combinational cell fraction of total power: 100.0%
Slowest cell on the critical path: mux4_2
Drt initial violations: 4
P_leak: 0.2597 nW
Tightest Hold Check Type: in -> out
Switch share: 38.87%
First-pass GRT wire length: 1324 um
Filler Cell Count: 384
Fp_density: 8.059%
Routed wire length: 777 um
Detail Route Antenna Nets: 0
Syn. warnings: 1
CP top delay family: buffers and inverters
Worst path most repeated cell: buf_4
Maximum VDD drop: 0.02088 mV
DP HPWL: 620.5 um
Pre-antenna DRT Iters: 3
Critical-path maximum fanout: 5
Fmax: 518.4 MHz
Post-layout min period: 1.929 ns
Worst rel slew slack: 89.93%
Startpoint Class: input pin
Post-synth seq share: 0%
Sequential share of power: 0%
Top Ports: 11
Die Y-Extent: 80 um
Avg Synthesized Cell Area: 8.602 um2
Chip area in the Yosys report: 275.3 um2
Die area: 6400 um2
Grt ovf: 0
Vias per std cell: 2.899
Switching power: 0.03468 mW
Yosys Instances: 32
Max Slew Vio Count: 0
Pwr/cell area: 170.2 nW/um2
Synth-to-Final Area Change: 90.45%
Arr. time, crit path: 1.53 ns
Crit path cell chain: buf_4 -> buf_4 -> ha_2 -> mux4_2 -> clkdlybuf4s15_1
Synthesized area: 275.3 um2
Worst EP required: 1.60 ns
Clk pwr share: 0%
Most frequent logic cell in the layout: buf_4
Hold-fix buffers, CTS: 0
Top cells by area: ha_1, mux2i_1, mux4_1
Number of I/O port buffers: 11
-- cell usage after synthesis, types with 2 or more instances --
| library cell | count |
|---|---|
| nor2_1 | 5 |
| a22o_1 | 2 |
| o21ai_0 | 2 |
| inv_1 | 3 |
| ha_1 | 7 |
| mux2i_1 | 4 |
-- layer usage --
| layer | vias up | routed length, um | part of all wire [%] | global-route usage (%) |
|---|---|---|---|---|
| met3 | 0 | 67 | 8.6 | 0.4545 |
| met4 | 0 | 0 | 0 | 0 |
| met5 | - | 0 | 0 | 0 |
| met2 | 6 | 397 | 51 | 4.655 |
| met1 | 128 | 313 | 40 | 2.713 |
| li1 | 153 | - | - | - |
-- repair_timing --
item                                    in CTS  in global routing
resized                                     31                  4
pin swaps                                    4                  3
gates cloned                                 1                  0
setup buffers                                0                  1
endpoints found under the setup margin       7                  4
-- logic make-up after synthesis --
| group | share of synthesized area, % |
|---|---|
| multiplexers | 28.18 |
| buffers and inverters | 9.998 |
| AND/OR/NAND/NOR | 14.55 |
| adder cells (fa/ha/maj) | 31.82 |
| AND-OR/OR-AND | 15.45 |
-- worst min-delay path, delay by kind of cell --
family | cells | cell delay, ns
compound gates | 1 | 0.13
buf+inv | 3 | 0.34
mux | 1 | 0.06
-- cell type report --
| cell class | instances | area, um2 | area share (%) |
|---|---|---|---|
| inverter | 3 | 13.76 | 2.625 |
| tap | 46 | 57.56 | 10.98 |
| multi-input combinational | 27 | 264.0 | 50.36 |
| timing repair buffer | 23 | 188.9 | 36.04 |
-- stage by stage --
step	setup slack, ns	instances	cell area, um2
3_3_place_gp	-0.7138	97	501.7
4_1_cts	-0.05398	98	515.5
6_report	0.07114	99	524.3
5_1_grt	0.02404	99	524.3
3_5_place_dp	-0.7079	97	501.7
2_1_floorplan	0.3201	32	275.3
-- power by group through the flow --
stage                 Clock, mW  Sequential [mW]  Combinational [mW]
final                         0                0              0.0892
after global routing          0                0               0.101
after CTS                     0                0              0.0894
-- worst paths after layout --
path	start	endpoint	slack, ns	cells after the start
worst min-delay path	bcd[0]	leds[4]	1.33	5
worst max-delay path	bcd[0]	leds[3]	0.07	5
Power and IR drop assume default switching activity.
